==> design/flow/design.v <==
module MUX1 #(parameter Width = 32)(input [Width-1 : 0] a,b,c,
 input  [1:0] s,
 output [Width-1 : 0] out);
assign out = (s == 2'b10) ? c : (s == 2'b01) ? b : a;
endmodule
==> design/flow/run.sh <==
#!/bin/bash
# OpenROAD 26Q1-2900-gdf79404cd8, Yosys 0.63+post, stock flow scripts
make -C /OpenROAD-flow-scripts/flow DESIGN_CONFIG=/design/flow/config.mk WORK_HOME=/design/flow/orfs finish
==> design/flow/config.mk <==
export PLATFORM = sky130hd
export DESIGN_NAME = MUX1
export DESIGN_NICKNAME = MUX1
export VERILOG_FILES = /design/flow/design.v
export SDC_FILE = /design/flow/constraint.sdc
export NUM_CORES = 4
export LEC_CHECK = 1
export CORE_AREA = 10 10 71 71
export DIE_AREA = 0 0 81 81
==> design/flow/constraint.sdc <==
current_design MUX1

set clk_period 4.9
set clk_io_pct 0.2

create_clock -name clk0 -period $clk_period

set non_clock_inputs [all_inputs -no_clocks]
set_input_delay [expr $clk_period * $clk_io_pct] -clock clk0 $non_clock_inputs
set_output_delay [expr $clk_period * $clk_io_pct] -clock clk0 [all_outputs]
==> flow_metrics.tcl <==
# place-and-route summary
set metrics [dict create \
    status "completed" \
    postRouteAntennaNets 0 \
    synthMuxAreaShare 0.888 \
    crit_path_top_delay_cell "buf_4" \
    rsz0062_at_grt "false" \
    clock_buffers 0 \
    drc_errors 0 \
    hold_buffers 0 \
    initCoreUtil 0.298 \
    fin_setup_tns_ns 0 \
    avgViaCountPerCell 4.62 \
    drive_gt1_frac 0.0218 \
    grt_pass1_vias 1204 \
    period_needed_ns 3.60 \
    setup_viol 0 \
    worstMarginPinSlew_ns 0.686 \
    seq_cell_count 0 \
    finalHoldViolCount 0 \
    die-height_um 81 \
    ys_sh_adder 0 \
    slowest_delay_ns 0.53 \
    p_leak_nw 1.09 \
    clock.fmax_ghz 0.278 \
    maxCapViolations 0 \
    fin_cells 277 \
    synth_area_leader_cell "mux2i_1" \
    synth-simple-area-share 0 \
    worstSetupStartpoint "s[0]" \
    synth_warnings 0 \
    cts_setup_buffers 0 \
    gp_congestion 0.850 \
    row_count 22 \
    synthXorXnorAreaFrac 0 \
    synthToLayoutAreaGrowth_pct 116 \
    hp-start "s[1]" \
    max_slew_margin 0.543 \
    synth_area_um2 1080 \
    worstSetupEndpointType "output port" \
    yosys_cells 107 \
    ys_seq_share 0 \
    startpoint_type "input port" \
    dp.cells 277 \
    yosysTopAreaCellShare 0.888 \
    ios 130 \
    synthTopLogicFamily "multiplexers" \
    compound_area_frac 0 \
    coreArea_um2 3630 \
    crit_type "input port to output port" \
    via_count 1280 \
    cts_resized 0 \
    cp_data_required_time_ns 3.92 \
    die_w_um 81 \
    topCellsByArea "mux2i_1 89%, buf_8 8.3%, buf_2 1.4%" \
    antenna_found_initial 0 \
    io_buffers 130 \
    routed_wl_mm 4.51 \
    cp_max_fo 44 \
    syn_avg_cell_area_um2 10.1 \
    ir_worst_vdd_v 0.0000516 \
    worstPathCellList "buf_4 > buf_4 > mux2i_1 > mux2i_1 > clkdlybuf4s50_1" \
    arrival_ns 2.62 \
    grt_first_pass_wirelength_mm 6.51 \
    dr.pass1.iters 2 \
    chip_area_um2 6560 \
    syn_inst 107 \
    crit_family "buffers and inverters" \
    power_density_nw_per_um2 87.8 \
    min_path_type "input port to output port" \
    worst-path-buf-inv 3 \
    antenna_cells 0 \
    gr-total-overflow 0 \
    synth_cell_type_count 5 \
    warning_count 33 \
    post-route-period-util 0.735 \
    drt_iter0_drc 25 \
    slew_viol_final 0 \
    grt_max_degree 45 \
    wire_per_inst_um 16.3 \
    track_usage 0.121 \
    dp_hpwl_mm 3.85 \
    yosys_area_um2 1080 \
    flop_area_um2 0 \
]
## power by group
group,internal (mW),switching (mW)
combinational,0.150,0.0551
sequential,0,0
clock,0,0
total,0.150,0.0551
## cells by family after synthesis
family / after synthesis
mux: 96
buf+inv: 11
## cell type report
class	instances	area [um2]
repair buffers	133	1320
well taps	48	60.1
fillers	275	1300
multi-input cells	96	961
## per-stage QoR
stage / total power, mW / setup WS [ns] / cell area, um2 / hold slack [ns] / util
CTS: 0.209 / 1.27 / 2340 / 2.90 / 0.643
finish: 0.205 / 1.30 / 2340 / 2.88 / 0.643
global placement: 0.204 / 1.31 / 2340 / 2.89 / 0.643
global route: 0.222 / 1.14 / 2340 / 2.93 / 0.643
floorplan: 0.0719 / 2.39 / 1080 / 2.07 / -
detailed placement: 0.207 / 1.27 / 2340 / 2.89 / 0.643
## path summary, 6_finish.rpt
| kind | endpoint | slack (ns) | cells past startpoint |
|---|---|---|---|
| worst max-delay path | out[8] | 1.30 | 5 |
| worst min-delay path | out[20] | 2.88 | 3 |
## per-layer routing
| metal | global-route usage | vias up | wire length, um |
|---|---|---|---|
| met5 | 0 | - | 0 |
| met4 | 0.0104 | 0 | 40 |
| met3 | 0.0590 | 2 | 625 |
| met2 | 0.196 | 82 | 1960 |
| met1 | 0.149 | 537 | 1870 |
| li1 | - | 659 | - |
## cells in the mapped netlist
cell	instances
mux2i_1	96
buf_8	6
buf_2	3
buf_6	1
clkbuf_2	1
## cells in the final DEF (no fill, tap or decap)
| master | count |
|---|---|
| clkdlybuf4s50_1 | 128 |
| mux2i_1 | 96 |
| buf_4 | 4 |
| buf_2 | 1 |
No activity file was given, so power comes from the tool's default toggle rates.
